`flow/config.mk`:
```
export PLATFORM = sky130hd
export DESIGN_NAME = seg_7
export DESIGN_NICKNAME = seg_7
export VERILOG_FILES = /design/flow/design.v
export SDC_FILE = /design/flow/constraint.sdc
export NUM_CORES = 4
export LEC_CHECK = 1
export CORE_AREA = 10 10 70 70
export DIE_AREA = 0 0 80 80
```
`flow/constraint.sdc`:
```
current_design seg_7

set clk_period 1.5
set clk_io_pct 0.2

create_clock -name clk0 -period $clk_period

set non_clock_inputs [all_inputs -no_clocks]
set_input_delay [expr $clk_period * $clk_io_pct] -clock clk0 $non_clock_inputs
set_output_delay [expr $clk_period * $clk_io_pct] -clock clk0 [all_outputs]
```
`flow/design.v`:
```
module seg_7 (HEX, count);
	output logic [6:0] HEX;
	input logic [3:0] count;
	always_comb begin 
		case (count)
			4'b0000: HEX = 7'b1000000;  
			4'b0001: HEX = 7'b1111001;  
			4'b0010: HEX = 7'b0100100;  
			4'b0011: HEX = 7'b0110000;  
			4'b0100: HEX = 7'b0011001;  
			4'b0101: HEX = 7'b0010010;  
			4'b0110: HEX = 7'b0000010;  
			4'b0111: HEX = 7'b1111000;  
			4'b1000: HEX = 7'b0000000;  
			4'b1001: HEX = 7'b0010000;  
			4'b1010: HEX = 7'b0001000;  
			4'b1011: HEX = 7'b0000011;  
			4'b1100: HEX = 7'b1000110;  
			4'b1101: HEX = 7'b0100001;  
			4'b1110: HEX = 7'b0000110;  
			4'b1111: HEX = 7'b0001110;  
			default: HEX = 7'bX;
		endcase
	end
endmodule
module seg_7_testbench();
	logic [6:0] HEX;
	logic [3:0] count;
	seg_7 dut (.HEX, .count);
	integer i;
	initial begin
		for(i = 0; i < 16; i++) begin
			count = i;	#10;
		end
	end
endmodule 
```
`flow/run.sh`:
```
#!/bin/bash
# OpenROAD 26Q1-2900-gdf79404cd8, Yosys 0.63+post, stock flow scripts
make -C /OpenROAD-flow-scripts/flow DESIGN_CONFIG=/design/flow/config.mk WORK_HOME=/design/flow/orfs finish
```
==> run_results.csv <==
group,metric,value,unit
route,wl_per_cell,8.65,um
floorplanning,std_cell_rows,21,
critical_path,worstPathMaxFanout,4,
grt,overflow,0,
synth,yosysSeqAreaShare,0,%
outcome,failed_checks,"negative setup slack",
layout,nClkBuffers,0,
job,warning_count,40,
floorplanning,die_w,80,um
critical_path,critPathLaunchType,"input port",
route,wirelength,856,um
floorplanning,boundaryPins,11,
sta,layout_setup_ws,-124,ps
route,diodes,0,
layout,drive_above_1_share,64.2,%
sta,period_needed,1620,ps
route,dr.pass1.iters,2,
place,port_buffers,11,
place,pre_cts_slack,-1030,ps
grt,grt_pass1_wl,1.34,mm
synth,yosys.area_share.simple,14.5,%
layout,fill_cells,382,
synth,ys_types,15,
floorplanning,core_area,3420,um2
route,ant_nets,0,
sta,setup_viol,4,
grt,grt_pass1_vias,327,
pwr,vdd.ir_drop.worst,0.0295,mV
outcome,status,"finished, violations left",
layout,lay_top_count,"buf_4",
min_path,hold_path_class,"in2out",
route,drt-initial-drc-count,2,
grt,grt_max_degree,7,
synth,synthMuxAreaShare,28.2,%
pwr,power_density,233,nW/um2
sta,rsz0062_at_grt,"true",
grt,antenna_found_initial,0,
route,drt_drc_violations_left,0,
synth,ys_area,275,um2
route,num_vias,298,
place,dp_hpwl,618,um
synth,xor_area_share,0,%
sta,timing.fmax,616,MHz
layout,final_area,569,um2
layout,ff_count,0,
synth,synth_area,275,um2
layout,fin_cells,99,
sta,whs,1080,ps
floorplanning,fp_util,8.06,%
critical_path,critPathArrivalTime,1320,ps
min_path,holdPathStages,5,
job,cap_viol_max_count,0,
sta,tightest_slew,132,ps
synth,syn_inst,32,
floorplanning,die_h,80,um
critical_path,worstSetupPathType,"in2out",
floorplanning,chipArea,6400,um2
place,placedInstanceArea,502,um2
sta,slew_headroom,90.9,%
synth,aoi_share,15.5,%
synth,avgSynthCellArea,8.60,um2
critical_path,end_kind,"output port",
sta,drv_slew,0,
route,viasPerCell,3.01,
critical_path,critPathRequiredTime,1200,ps
layout,flop_area,0,um2
synth,synth.logic.top_family,"adder cells",
pwr,leakagePower,0.257,nW
synth,ys_warn_count,1,
synth,yosysCellCount,32,
place,gp_routability_congestion,0.741,
sta,final.period_utilization,108,%
place,dp.cells,97,
sta,hold_viol,0,
synth,ys_sh_adder,31.8,%
layout,area_growth,107,%
grt,track_usage,2.40,%
per-layer routing:
| metal | up-vias | track usage [%] | wire length, um |
|---|---|---|---|
| met4 | 0 | 0 | 0 |
| met5 | - | 0 | 0 |
| met3 | 0 | 0.568 | 62 |
| li1 | 155 | - | - |
| met2 | 6 | 4.90 | 429 |
| met1 | 137 | 2.51 | 364 |
path summary, 6_finish.rpt:
check / from / to / slack (ps)
setup / recovery: count[1] / HEX[0] / -120
hold / removal: count[1] / HEX[6] / 1080
where the power goes:
| group | total (mW) | internal, mW | switching (mW) |
|---|---|---|---|
| logic | 0.133 | 0.0789 | 0.0540 |
| registers | 0 | 0 | 0 |
| clock network | 0 | 0 | 0 |
cell usage after synthesis:
| library cell | instances | area share, % |
|---|---|---|
| a21oi_1 | 1 | 1.8 |
| a22o_1 | 2 | 6.4 |
| a32o_1 | 1 | 3.6 |
| and2b_2 | 1 | 3.2 |
| buf_2 | 1 | 1.8 |
| buf_6 | 1 | 4.1 |
| ha_1 | 7 | 32 |
| inv_1 | 3 | 4.1 |
| mux2_2 | 1 | 4.1 |
| mux2i_1 | 4 | 15 |
| mux4_1 | 1 | 9.5 |
| nand2_1 | 1 | 1.4 |
| nor2_1 | 5 | 6.8 |
| o21ai_0 | 2 | 3.6 |
| or3b_1 | 1 | 3.2 |
cells by family after synthesis:
family,after synthesis
AND/OR/NAND/NOR,8
adder cells (fa/ha/maj),7
buffers and inverters,5
AND-OR/OR-AND,6
multiplexers,6
layout make-up:
type                       instances  area (um2)  share of cell area [%]
timing repair buffer              23         188                    33.0
inverter                           3        21.3                    3.74
multi-input combinational         27         303                    53.2
tap                               46        57.6                    10.1
per-stage QoR:
| stage | util, % | TNS, ps | total power, mW |
|---|---|---|---|
| after floorplan | - | 0 | 0.0486 |
| after global placement | 14.7 | -5720 | 0.121 |
| after detailed placement | 14.7 | -5720 | 0.122 |
| after CTS | 16.2 | -534 | 0.128 |
| after global routing | 16.7 | -631 | 0.148 |
| final | 16.7 | -381 | 0.133 |
critical path: stages:
cell     delay (ps)
buf_8           110
inv_8            60
ha_4            130
and2b_2         210
or3b_1          340
o21ai_1          70
buf_2           110
what timing repair did:
action,4_1_cts,5_1_grt
pin swaps,6,3
gates cloned,1,0
endpoints found under the setup margin,7,7
endpoints found under the hold margin,0,0
hold buffers,0,0
resized,51,8
buffers inserted,1,0
No activity file was given, so power comes from the tool's default toggle rates.
