### ./config.mk
export PLATFORM = sky130hd
export DESIGN_NAME = display
export DESIGN_NICKNAME = display
export VERILOG_FILES = /design/flow/design.v
export SDC_FILE = /design/flow/constraint.sdc
export NUM_CORES = 4
export LEC_CHECK = 1
export CORE_AREA = 10 10 70 70
export DIE_AREA = 0 0 80 80
### ./constraint.sdc
current_design display

set clk_period 1.6
set clk_io_pct 0.2

create_clock -name clk0 -period $clk_period

set non_clock_inputs [all_inputs -no_clocks]
set_input_delay [expr $clk_period * $clk_io_pct] -clock clk0 $non_clock_inputs
set_output_delay [expr $clk_period * $clk_io_pct] -clock clk0 [all_outputs]
### ./design.v
module display(reset, count, full, clear, HEX5, HEX4, HEX3, HEX2, HEX1, HEX0);
	input logic reset;
	input logic full, clear;
	input logic [4:0] count;
	output logic [6:0] HEX5, HEX4, HEX3, HEX2, HEX1, HEX0;
	logic [6:0] F, U, L, C, E, A, r, one, two, three, four, five, 
					six, seven, eight, nine, zero, n;
	assign F = 7'b0001110;
	assign U = 7'b1000001;
	assign L = 7'b1000111;
	assign C = 7'b1000110;
	assign E	= 7'b0000110;
	assign A = 7'b0001000;
	assign r = 7'b0101111;
	assign zero	 = 7'b1000000;
	assign one	 = 7'b1111001;
	assign two	 = 7'b0100100;
	assign three = 7'b0110000;
	assign four	 = 7'b0011001;
	assign five	 = 7'b0010010;
	assign six 	 = 7'b0000010;
	assign seven = 7'b1111000;
	assign eight = 7'b0000000;
	assign nine	 = 7'b0010000;
	assign n		 = 7'b1111111;  
	always_comb begin
		if (reset) begin 
			HEX5 = C; HEX4 = L; HEX3 = E; HEX2 = A; HEX1 = r; HEX0 = zero;
			end
		else if (full) begin   
			case (count)
				5'b00101: begin
					HEX5 = F; HEX4 = U; HEX3 = L; HEX2 = L; HEX1 = zero; HEX0 = five;
				end
				5'b11001: begin
					HEX5 = F; HEX4 = U; HEX3 = L; HEX2 = L; HEX1 = two; HEX0 = five;
				end
				default: begin
					HEX5 = F; HEX4 = U; HEX3 = L; HEX2 = L; HEX1 = two; HEX0 = five;
				end
			endcase
			end
		else if (clear) begin  
				HEX5 = C; HEX4 = L; HEX3 = E; HEX2 = A; HEX1 = r; HEX0 = zero;
			end
		else if (~full & ~clear) begin  
			case (count)
				5'b00000: begin
					HEX5 = C; HEX4 = L; HEX3 = E; HEX2 = A; HEX1 = r; HEX0 = zero;
				end
				5'b00001: begin
					HEX5 = n; HEX4 = n; HEX3 = n; HEX2 = n; HEX1 = zero; HEX0 = one;
				end
				5'b00010: begin
					HEX5 = n; HEX4 = n; HEX3 = n; HEX2 = n; HEX1 = zero; HEX0 = two;
				end
				5'b00011: begin
					HEX5 = n; HEX4 = n; HEX3 = n; HEX2 = n; HEX1 = zero; HEX0 = three;
				end
				5'b00100: begin
					HEX5 = n; HEX4 = n; HEX3 = n; HEX2 = n; HEX1 = zero; HEX0 = four;
				end
				5'b00101: begin
					HEX5 = n; HEX4 = n; HEX3 = n; HEX2 = n; HEX1 = zero; HEX0 = five;
				end
				5'b00110: begin
					HEX5 = n; HEX4 = n; HEX3 = n; HEX2 = n; HEX1 = zero; HEX0 = six;
				end
				5'b00111: begin
					HEX5 = n; HEX4 = n; HEX3 = n; HEX2 = n; HEX1 = zero; HEX0 = seven;
				end
				5'b01000: begin
					HEX5 = n; HEX4 = n; HEX3 = n; HEX2 = n; HEX1 = zero; HEX0 = eight;
				end
				5'b01001: begin
					HEX5 = n; HEX4 = n; HEX3 = n; HEX2 = n; HEX1 = zero; HEX0 = nine;
				end
				5'b01010: begin
					HEX5 = n; HEX4 = n; HEX3 = n; HEX2 = n; HEX1 = one; HEX0 = zero;
				end
				5'b01011: begin
					HEX5 = n; HEX4 = n; HEX3 = n; HEX2 = n; HEX1 = one; HEX0 = one;
				end
				5'b01100: begin
					HEX5 = n; HEX4 = n; HEX3 = n; HEX2 = n; HEX1 = one; HEX0 = two;
				end
				5'b01101: begin
					HEX5 = n; HEX4 = n; HEX3 = n; HEX2 = n; HEX1 = one; HEX0 = three;
				end
				5'b01110: begin
					HEX5 = n; HEX4 = n; HEX3 = n; HEX2 = n; HEX1 = one; HEX0 = four;
				end
				5'b01111: begin
					HEX5 = n; HEX4 = n; HEX3 = n; HEX2 = n; HEX1 = one; HEX0 = five;
				end
				5'b10000: begin
					HEX5 = n; HEX4 = n; HEX3 = n; HEX2 = n; HEX1 = one; HEX0 = six;
				end
				5'b10001: begin
					HEX5 = n; HEX4 = n; HEX3 = n; HEX2 = n; HEX1 = one; HEX0 = seven;
				end
				5'b10010: begin
					HEX5 = n; HEX4 = n; HEX3 = n; HEX2 = n; HEX1 = one; HEX0 = eight;
				end
				5'b10011: begin
					HEX5 = n; HEX4 = n; HEX3 = n; HEX2 = n; HEX1 = one; HEX0 = nine;
				end
				5'b10100: begin
					HEX5 = n; HEX4 = n; HEX3 = n; HEX2 = n; HEX1 = two; HEX0 = zero;
				end
				5'b10101: begin
					HEX5 = n; HEX4 = n; HEX3 = n; HEX2 = n; HEX1 = two; HEX0 = one;
				end
				5'b10110: begin
					HEX5 = n; HEX4 = n; HEX3 = n; HEX2 = n; HEX1 = two; HEX0 = two;
				end
				5'b10111: begin
					HEX5 = n; HEX4 = n; HEX3 = n; HEX2 = n; HEX1 = two; HEX0 = three;
				end
				5'b11000: begin
					HEX5 = n; HEX4 = n; HEX3 = n; HEX2 = n; HEX1 = two; HEX0 = four;
				end
				5'b11001: begin
					HEX5 = F; HEX4 = U; HEX3 = L; HEX2 = L; HEX1 = two; HEX0 = five;
				end
				default: begin
					HEX5 = C; HEX4 = L; HEX3 = E; HEX2 = A; HEX1 = r; HEX0 = zero;
				end
			endcase
			end
		else begin  
			HEX5 = C; HEX4 = L; HEX3 = E; HEX2 = A; HEX1 = r; HEX0 = zero;
			end
	end
endmodule
### ./run.sh
#!/bin/bash
# OpenROAD 26Q1-2900-gdf79404cd8, Yosys 0.63+post, stock flow scripts
make -C /OpenROAD-flow-scripts/flow DESIGN_CONFIG=/design/flow/config.mk WORK_HOME=/design/flow/orfs finish
==> impl_metrics.env <==
# flow metrics
export IMPL_fp_util_pct=25.8
export IMPL_p_per_area_nw_per_um2=240
export IMPL_dp_cells=224
export IMPL_syn_to_final_growth_pct=131
export IMPL_ys_top_cells_by_count="buf_4, nand2_1, a21oi_1, nor2_1, ha_1"
export IMPL_grt_pass1_wl_mm=6.61
export IMPL_timing_fmax_mhz=572
export IMPL_fp_coreArea_um2=3420
export IMPL_first_global_vias=1333
export IMPL_vias_per_cell=4.86
export IMPL_yosysSeqAreaShare_pct=0
export IMPL_antenna_cells=0
export IMPL_p_total_mw=0.487
export IMPL_area_leaders="buf_4, ha_1, a21oi_1"
export IMPL_crit_type="in2out"
export IMPL_status="finished with violations"
export IMPL_grt_ovfl_total=0
export IMPL_dr_pass1_iters=4
export IMPL_top_cell="buf_4"
export IMPL_finalMaxSlewViolations=0
export IMPL_die_y_um=80
export IMPL_grt_usage_pct=12.2
export IMPL_ys_cells=134
export IMPL_drive_gt1_share_pct=77.1
export IMPL_hpwl_mm=2.27
export IMPL_critPathCaptureType="output pin"
export IMPL_clock_buffers=0
export IMPL_synth_area_um2=880
export IMPL_seqCellArea_um2=0
export IMPL_leakagePower_nw=0.954
export IMPL_antenna_found_initial=0
export IMPL_cp_max_fo=6
export IMPL_min_path_type="in2out"
export IMPL_hold_slack_ps=1010
export IMPL_crit_start="count[3]"
export IMPL_drtIter0Drc=72
export IMPL_failed_checks="setup timing"
export IMPL_avgSynthCellArea_um2=6.56
export IMPL_drcViolationCount=0
export IMPL_yosysChipArea_um2=880
export IMPL_setup_violations=30
export IMPL_worstPathArrival_ps=1430
export IMPL_synth_area_leader_cell="buf_4"
export IMPL_final_cells=260
export IMPL_ys_warn_count=1
export IMPL_chip_area_um2=6400
export IMPL_die_x_um=80
export IMPL_warnings=42
export IMPL_peakVddDrop_uv=151
export IMPL_cap_violations=0
export IMPL_finalHoldViolCount=0
export IMPL_worst_ep_required_time_ps=1280
export IMPL_rows=21
export IMPL_antenna_left=0
export IMPL_top_area_share_pct=23.0
export IMPL_fin_crit_sh_pct=109
export IMPL_drt_wl_total_mm=4.29
export IMPL_endpoint="HEX1[2]"
export IMPL_rsz0062_at_grt="yes"
export IMPL_vias=1263
export IMPL_routedWlPerCell_um=16.5
export IMPL_netlist_instances=134
export IMPL_startpoint_type="input port"
export IMPL_io_pins=50
export IMPL_yosysUniqueCellTypes=38
export IMPL_min_period_ps=1750
export IMPL_ff_count=0
export IMPL_io_buffer_count=44
export IMPL_setup_slack_ps=-147
export IMPL_gp_congestion=0.891
export IMPL_grt_max_degree=10
-- cell usage in the layout, fill, tap and decap left out, drive strengths merged, types with 3 or more instances in the layout --
cell | synthesis | routed
a21oi | 11 | 11
a31oi | 3 | 3
and2 | 2 | 3
buf | 34 | 108
conb | 1 | 6
ha | 8 | 8
inv | 6 | 4
nand2 | 14 | 14
nand2b | 7 | 7
nor2 | 11 | 11
nor3 | 4 | 4
o21ai | 6 | 6
-- worst max-delay path, cell delays in order --
cell	delay (ps)
buf_8	100
buf_6	120
buf_4	130
o21a_1	190
nor3_2	180
nand2_1	90
a21o_1	180
buf_2	110
-- worst min path at each step --
stage | start | to | slack, ps | cells past startpoint
after CTS | reset | HEX1[6] | 1000 | 4
after global routing | reset | HEX1[6] | 1050 | 4
final | reset | HEX1[6] | 1010 | 4
-- cell families after synthesis --
kind of cell             count (synthesis)  share of synthesized area (%)
adder cells (fa/ha/maj)                  8                           11.4
buffers and inverters                   41                           31.6
AND/OR/NAND/NOR                         46                           27.0
other                                    1                          0.426
AND-OR/OR-AND                           36                           27.2
multiplexers                             2                           2.42
-- what timing repair did --
| item | CTS | global route |
|---|---|---|
| buffers inserted | 29 | 7 |
| gates cloned | 4 | 0 |
| hold buffers | 0 | 0 |
| endpoints found under the setup margin | 36 | 36 |
| hold endpoints to repair | 0 | 0 |
| pin swaps | 43 | 25 |
| resized | 246 | 30 |
-- where the power goes --
| part | internal, mW | switching [mW] | total [mW] |
|---|---|---|---|
| clock network | 0 | 0 | 0 |
| registers | 0 | 0 | 0 |
| logic | 0.272 | 0.216 | 0.487 |
| total | 0.272 | 0.216 | 0.487 |
-- layout make-up --
type                       instances  area, um^2
tap                               46        57.6
fill                             262        1390
timing repair buffer             109         956
inverter                           6        55.1
multi-input combinational         99         960
-- metal layers --
metal | track usage, % | vias to the layer above | routed length, um
li1 | - | 594 | -
met1 | 15.5 | 600 | 1850
met2 | 20.3 | 61 | 2030
met3 | 3.07 | 8 | 312
met4 | 2.64 | 0 | 91
met5 | 0 | - | 0
-- per-stage QoR --
stage / worst slack [ps] / utilization (%) / cell area (um^2) / TNS, ps
after CTS: -103 / 54.1 / 1850 / -1520
after floorplan: -44.7 / - / 901 / -447
final: -147 / 59.4 / 2030 / -1800
after detailed placement: -969 / 40.4 / 1380 / -31740
after global placement: -944 / 40.4 / 1380 / -31050
after global routing: -230 / 59.4 / 2030 / -3560
Power figures rest on the tool's default switching activity, not on a simulated workload.
