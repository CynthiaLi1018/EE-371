==> /design/flow/design.v <==
module clock_divider (clock, reset, divided_clocks);
	input logic reset, clock;
	output logic [31:0] divided_clocks = 0;
	always_ff @(posedge clock) begin
		divided_clocks <= divided_clocks + 1;
	end
endmodule
==> /design/flow/run.sh <==
#!/bin/bash
# OpenROAD 26Q1-2900-gdf79404cd8, Yosys 0.63+post, stock flow scripts
make -C /OpenROAD-flow-scripts/flow DESIGN_CONFIG=/design/flow/config.mk WORK_HOME=/design/flow/orfs finish
==> /design/flow/config.mk <==
export PLATFORM = sky130hd
export DESIGN_NAME = clock_divider
export DESIGN_NICKNAME = clock_divider
export VERILOG_FILES = /design/flow/design.v
export SDC_FILE = /design/flow/constraint.sdc
export NUM_CORES = 4
export LEC_CHECK = 1
export CORE_AREA = 10 10 91 91
export DIE_AREA = 0 0 101 101
==> /design/flow/constraint.sdc <==
current_design clock_divider

set clk_period 5.4
set clk_io_pct 0.2

create_clock -name clk0 -period $clk_period [get_ports {clock}]

set non_clock_inputs [all_inputs -no_clocks]
set_input_delay [expr $clk_period * $clk_io_pct] -clock clk0 $non_clock_inputs
set_output_delay [expr $clk_period * $clk_io_pct] -clock clk0 [all_outputs]
==> results.txt <==
Summary of the current implementation state.

- The final tally of hold violations is 0, for reference.
- The mean instance size in the synthesized netlist is 10.38 um2, for reference.
- The critical path goes through clkdlybuf4s50_1.
- Recorded from the global router log, the overflow total was 0.
- Per the final layout report, the fraction of cells sized above drive strength 1 comes to 0.1104.
- Pins over their slew limit in the final report were tallied at 0.
- The core area is 6350 um2, for reference.
- The cell area power density is 265.1 nW/um2, for reference.
- Per the run report, area growth between synthesis and finish was 39.28%.
- The number of setup buffers added after CTS is 0, for reference.
- Entering global routing, the biggest net connects 12 pins.
- The switching portion of total power comes to 0.1812.
- The leakage power summed over all cells is 0.7230 nW, for reference.
- The largest fanout on the critical path is 6, for reference.
- Counting distinct cell types in the post-synthesis netlist gives 24.
- The final sum of negative setup slack is 0 ns, for reference.
- The detail-routed via count per cell is 4.092, for reference.
- The tool warning count for the run is 26.
- The combined area of all synthesized cells is 1319 um2, for reference.
- Yosys reports a chip area of 1319 um2.
- The quantity of gates resized following cts is 0, for reference.
- The required time at the endpoint of the critical path is 4.32 ns, for reference.
- The total number of placement rows is 29, for reference.
- The worst path needs 2.314 ns of the cycle, external delays included.
- The sequential share of the synthesized area is 0.4858, for reference.
- The internal portion of total power is 0.0003987 W, for reference.
- The dominant synthesized flop cell is sky130_fd_sc_hd__dfxtp_1, for reference.
- The CTS log lists the clock sinks for this run as 32.
- The fraction of synthesis flops using an asynchronous set or reset pin is 0, for reference.
- The worst-case IR drop observed on VDD is 0.1294 mV.
- For the worst setup path, the data arrival time is 1.23 ns.
- The post-layout instance area is 1837 um2, for reference.
- The timing report gives the biggest stage delay along the critical path as 0.52 ns.
- The DRC marker count from the first detailed-route iteration is 31, for reference.
- STA classifies the critical path startpoint as a register.
- In the post-synthesis netlist, the biggest area contributors are sky130_fd_sc_hd__dfxtp_1 49%, sky130_fd_sc_hd__xor2_1 13%, sky130_fd_sc_hd__xnor2_1 6.6%, sky130_fd_sc_hd__nor4_2 4.7%, sky130_fd_sc_hd__nand3_1 3.8%.
- The H-tree was split into 2 levels.
- The kind of cell with the highest combined delay along the critical path is buffers and inverters.
- Measured along the x axis, the die boundary spans 101 um.
- After synthesis, the most frequently instantiated cells are 32 x sky130_fd_sc_hd__dfxtp_1, 20 x sky130_fd_sc_hd__xor2_1, 10 x sky130_fd_sc_hd__nand3_1, 10 x sky130_fd_sc_hd__xnor2_1, 9 x sky130_fd_sc_hd__nand2_1.
- Per the OpenROAD floorplan log, the height of the die is 101 um.
- The startpoint-to-endpoint class of the critical path is reg2out, for reference.
- The number of antenna violations at the first check in global routing was 0.
- The number of buffers inserted by hold repair at cts is 0, for reference.
- The pre-antenna-repair detailed-routing pass consisted of 4 iterations.
- The remaining routing DRC violations is 0, for reference.
- The flip-flop count of the largest register, all copies and words added is 32, for reference.
- The relative contribution of combinational cells to total power is 0, for reference.
- Warnings reported by Yosys during synthesis add up to 1.
- Sorting the Yosys area breakdown by cell type puts at the top sky130_fd_sc_hd__dfxtp_1.
- The first global-routing pass estimated 4885 um of wire.
- Setup repair after global routing left no endpoint under its margin.
- The post-detailed-route count of antenna-violating nets is 0, for reference.
- The launch instance of the worst register-to-register path is divided_clocks[0]$_DFF_P_, for reference.
- The clock power share is 0.516, for reference.
- In this run the maximum-capacitance check reported violations numbering 0.
- The synth_stat.txt file lists the number of cells as 127.
- The repair_antennas step left the layout with diodes totalling 0.
- The weighted congestion reported at the end of routability-driven placement is 0.7514, for reference.
- Overall routing resource usage recorded by global route was 0.05894.
- The portion of total power attributed to sequential cells is 0.484, for reference.
- Clock skew on the completed layout was measured at 0.006860 ns.
- In the finished design, the share of the clock period the worst path needs comes to 0.4286.
- The longest clock path from root to sink contains 2 buffers.
- The most common cell in the netlist is sky130_fd_sc_hd__dfxtp_1, for reference.
- The utilization after layout is 0.2893, for reference.
- The cell area after placement is 1710 um2, for reference.
- The HPWL after detailed placement is 2072 um.
- The largest registers in the layout are divided_clocks (32).
- The most flop-heavy register is divided_clocks, for reference.
- In the post-route report, total wirelength is listed as 2895 um.
- Timing would allow up to 432.1 MHz.
- The number of primary I/O pins is 34, for reference.
- The transition at the pin with the smallest max-transition slack is 0.5820 ns, for reference.
- Synthesis produced a netlist whose cell count is 127.
- The worst min-delay path startpoint is divided_clocks[31]$_DFF_P_, for reference.
- Per the CTS log, the root buffer master is sky130_fd_sc_hd__clkbuf_8.
- After detailed routing, the average wire length per cell comes to 12.06 um.
- The die covers 10,200 um2.
- The via count of the first global-routing pass is 969, for reference.
- The critical path endpoint category is an output port, for reference.
- The count of buffers inserted at the top-level ports is 32, for reference.
- The timing report shows that the slowest cell on the worst path is sky130_fd_sc_hd__clkdlybuf4s50_1.
- On the final layout, the worst hold slack is 0.4500 ns.
- Power comes to 0.0004869 W.
- Together, buffers and inverters on the worst path number 1.
- TritonCTS built the clock tree.
- The overall via count from detail_route is 982, for reference.
- The fraction of synthesized cell area taken by the top area cell type is 0.4858, for reference.
- The critical path starts at divided_clocks[2]$_DFF_P_.
- The clock transition at the registers of the reported paths is 0.07 ns, for reference.
- The class of the most critical hold timing path is reg2reg, for reference.
- The effective utilization at floorplan is 0.2077, for reference.
- The worst pin sits at a relative slew slack of 0.6109.
- The run finished with clean final reports.
- The switching component of the power is 0.00008822 W, for reference.
- From the final report, the count of setup violators was given as 0.
- The clock buffer count from CTS is 5, for reference.
- As reported, the later end of the worst-skew pair has a clock insertion delay of 0.28 ns.
- The flop and latch count out of synthesis is 32, for reference.
- The count of library flops with an enable pin is 0, for reference.
==> cells by family after synthesis <==
logic type / count (synthesis) / synth area share
adders and majority gates: 1 / 0.009486
DFF: 32 / 0.4858
buffers and inverters: 9 / 0.03321
xor gates and xnor gates: 30 / 0.1992
and+or+nand+nor: 55 / 0.2723
==> power by group through the flow <==
stage / Sequential, W / Clock, W / Combinational (W)
CTS: 0.000236 / 0.000262 / 0.000000000401
global route: 0.000236 / 0.000273 / 0.000000000401
finish: 0.000236 / 0.000251 / 0.000000000401
==> cells in the final DEF (no fill, tap or decap) <==
cell type,instances
sky130_fd_sc_hd__nand2_1,9
sky130_fd_sc_hd__nor4_1,4
sky130_fd_sc_hd__xor2_1,20
sky130_fd_sc_hd__nand4_1,3
sky130_fd_sc_hd__inv_1,5
sky130_fd_sc_hd__nor4_4,1
sky130_fd_sc_hd__dfxtp_1,32
sky130_fd_sc_hd__bufinv_16,1
sky130_fd_sc_hd__nand2b_1,1
sky130_fd_sc_hd__and4_1,4
sky130_fd_sc_hd__or3_4,1
sky130_fd_sc_hd__and3_1,2
sky130_fd_sc_hd__nor3b_1,1
sky130_fd_sc_hd__clkbuf_8,7
sky130_fd_sc_hd__nand3_2,2
sky130_fd_sc_hd__or3_1,1
sky130_fd_sc_hd__nand3_1,10
sky130_fd_sc_hd__xnor2_1,10
sky130_fd_sc_hd__nor2_1,6
sky130_fd_sc_hd__ha_1,1
sky130_fd_sc_hd__clkdlybuf4s50_1,32
sky130_fd_sc_hd__nor4_2,5
sky130_fd_sc_hd__or2_2,1
sky130_fd_sc_hd__nor3_1,4
==> stage by stage <==
stage	worst slack, ns	cells
CTS	3.056	240
global route	2.977	240
finish	3.086	240
detailed placement	3.376	232
floorplan	3.825	127
global placement	3.387	232
==> path summary, 6_finish.rpt <==
check / cells after the start / end / slack, ns
worst min-delay path: 1 / divided_clocks[31]$_DFF_P_ / 0.45
worst min register to register: 1 / divided_clocks[31]$_DFF_P_ / 0.45
worst max-delay path: 1 / divided_clocks[2] / 3.09
worst max register to register: 5 / divided_clocks[28]$_DFF_P_ / 3.50
==> layout make-up <==
cell class | instances | area [um2]
Sequential cell | 32 | 640.6
Fill cell | 639 | 4513
Clock buffer | 7 | 96.34
Clock inverter | 1 | 30.03
Inverter | 5 | 18.77
Tap cell | 77 | 96.34
Multi-Input combinational cell | 86 | 634.4
Timing Repair Buffer | 32 | 320.3
==> routing by layer <==
layer	up-vias	GRT usage	routed length [um]
met2	26	0.09042	1225
li1	504	-	-
met4	0	0.008574	25
met3	4	0.03534	347
met1	448	0.07115	1296
met5	-	0	0
Power and IR drop assume default switching activity.
